==> run.sh <==
#!/bin/bash
# OpenROAD 26Q1-2900-gdf79404cd8, Yosys 0.63+post, stock flow scripts
make -C /OpenROAD-flow-scripts/flow DESIGN_CONFIG=/design/flow/config.mk WORK_HOME=/design/flow/orfs finish
==> config.mk <==
export PLATFORM = sky130hd
export DESIGN_NAME = vending_machine
export DESIGN_NICKNAME = vending_machine
export VERILOG_FILES = /design/flow/design.v
export SDC_FILE = /design/flow/constraint.sdc
export NUM_CORES = 4
export LEC_CHECK = 1
export CORE_AREA = 10 10 78 78
export DIE_AREA = 0 0 88 88
==> constraint.sdc <==
current_design vending_machine

set clk_period 2.6
set clk_io_pct 0.2

create_clock -name clk0 -period $clk_period [get_ports {clk}]

set non_clock_inputs [all_inputs -no_clocks]
set_input_delay [expr $clk_period * $clk_io_pct] -clock clk0 $non_clock_inputs
set_output_delay [expr $clk_period * $clk_io_pct] -clock clk0 [all_outputs]
==> design.v <==
module vending_machine(clk,
			rstn,
			coin,
			pr,
			ch);
input clk, rstn;
input [1:0] coin;
output pr,ch;
reg [2:0] pr_state, next_state;
wire time_out;
always@(posedge clk)
	if(!rstn)
		pr_state <= 3'b000;
	else if (time_out)
	   pr_state <= 3'b000;
	else begin
		pr_state <=next_state;
	end
parameter TIME_OUT = 20,
          COUNTER_WIDTH = 5;
reg [2:0] temp_state;
wire state_change_detected;
reg [(COUNTER_WIDTH-1):0] timer;
always@(posedge clk)
 temp_state <= pr_state;
assign state_change_detected = (pr_state != temp_state);
always@(posedge clk)
 if (!rstn)
    timer <= 5'd0;
 else if (timer == TIME_OUT || state_change_detected)
    timer <= 5'd0;
 else if (pr_state != 3'b000)
    timer <= timer + 1'b1;
 assign time_out = (timer == TIME_OUT) ? 1'b1 : 1'b0; 
always@(pr_state,coin) begin
	case(pr_state)
		3'b000 :if (coin ==1)
			next_state=3'b001;
		else if (coin == 2)
			next_state=3'b010;
		else
			next_state= 3'b000;
		3'b001: 	if(coin ==1) begin
				next_state=3'b010;
				end
		else if (coin==2) begin
			next_state = 3'b011;
			end
		else
			next_state = 3'b001;
		3'b010: 
		if (coin ==1) begin
			next_state = 3'b011;
						end
		else if (coin ==2) begin
			next_state= 3'b100;
			end
		else
			next_state =3'b010;
			3'b011 : next_state = 3'b000;
		3'b100 : next_state = 3'b000;
		default : next_state = 3'b000;
	endcase
end
assign pr = (pr_state == 3'b011)||(pr_state == 3'b100);
assign ch = (pr_state == 3'b100);
endmodule
==> out/summary.txt <==
largest net degree at the start of global routing: 13
vias in the first global route: 380
Final WS setup: 0.354 ns
cycle use final: 86.4%
Top cell area share: 38.9%
Root Driver: clkbuf_8
fin area: 701 µm²
Hold Violations, Final: 0
CTS tree: done
drt first pass iters: 2
post-CTS setup buffers: 0
routed via count: 403
RR Startpoint: pr_state[1]
Unique cell types: 25
most frequent logic cell in the layout: dfxtp_1
DRC Markers: 0
worst hold margin: 0.500 ns
max cap viols: 0
GRT Total Usage: 2.53%
dominant cells by area after synthesis: dfxtp_1 39%, ha_1 11%, xnor2_1 6.2%
die footprint: 7740 µm²
Slew HR: 71.6%
crit path launch: pr_state[2]
most frequent cells in the layout: 11 x dfxtp_1, 6 x nand2_1, 5 x ha_1, 5 x clkdlybuf4s50_1
Initial DRC Count: 17
Max Slew Vio Count: 0
ratio of cells with drive above 1 in the final layout: 12.3%
Cell Int Power: 305 µW
WP buf/inv: 1
combinational share of power: 11.0%
dpl hpwl: 720 µm
PortBufs: 5
clock latency (worst-skew pair): 0.24 ns
dpl cell area: 654 µm²
core box area: 4410 µm²
Synth Seq Share: 38.9%
cells after synthesis: 59
DRT antenna net count: 0
Max clock buf depth: 2
Max VDD drop: 0.134 mV
Worst Tran Pin Value: 0.426 ns
CP cell instances: nor3b_1 > o21bai_1 > clkdlybuf4s50_1
clk sink count: 11
H-tree depth: 1
drt total wl: 916 µm
fin util: 15.9%
crit path capture type: output port
area of the mapped netlist: 567 µm²
Die W: 88 µm
top cell type by total area after synthesis: dfxtp_1
CP peak stage delay: 0.54 ns
# setup viols final: 0
post-route insts no fill: 117
n_diodes: 0
Worst EP required: 2.08 ns
YS warnings: 1
power per cell area: 582 nW/µm²
Gates resized, CTS repair: 0
Final Wtd Congestion: 0.768
Avg Cell Area, Syn: 9.61 µm²
area grow syn2layout: 23.6%
sequential power share: 46.4%
I/O Pins: 6
critical path class: flip-flop to output port
arrival time at the worst endpoint: 1.73 ns
Top delay family on crit path: flip-flops
HP Start: timer[4]
Psw: 103 µW
clock group share of total power: 42.7%
Hold WC Path Type: flip-flop to flip-flop
hold_buf cts: 0
register bit total from synthesis: 11
cell count listed in synth_stat.txt: 59
Routed WL per cell: 7.83 µm
global-route wire length before repair: 1590 µm
initial antenna violation count: 0
pre-CTS worst setup slack: 0.598 ns
total negative slack: 0 ns
unrepaired setup endpoints after global routing: false
Die Y: 88 µm
Net Sw Frac: 25.2%
Chip Area, Yosys: 567 µm²
number of logged tool warnings: 28
clock transition at the registers of the reported paths: 0.05 ns
Tmin final: 2.25 ns
Via density: 3.44
fp util: 12.8%
status: finished clean
leakage power: 0.241 nW
fmax: 445 MHz
gr ovfl total: 0
CTS buffer count: 3
placed cells: 113
Max FO, Critical Path: 10
floorplan row count: 24
CP Launch Type: flip-flop
Overall Power: 408 µW
CP max stage cell: dfxtp_1
Clock Skew: 0.00354 ns
## power groups by stage
| stage | Sequential [mW] | Combinational (mW) | Clock, mW |
|---|---|---|---|
| global route | 0.191 | 0.0523 | 0.186 |
| finish | 0.189 | 0.0447 | 0.174 |
| CTS | 0.189 | 0.0457 | 0.180 |
## final timing paths
check | end | slack [ns] | depth (start not counted)
max | pr | 0.35 | 3
min | timer[4] | 0.50 | 2
max reg2reg | timer[3] | 1.26 | 3
min reg2reg | timer[4] | 0.50 | 2
## tightest hold or removal path, delay by kind of cell (launching register included)
kind / cells / cell delay [ns]
AND-OR/OR-AND: 2 / 0.13
flip-flops: 1 / 0.31
## cell usage after synthesis, drive strengths merged
cell,instances
nor4,1
inv,5
a21oi,1
o211ai,1
nor3b,2
nand2,6
mux2i,1
dfxtp,11
xnor2,4
ha,5
o31ai,2
nand3,1
or3,3
xor2,1
buf,3
a211oi,3
o21ai,2
nand4b,1
nor3,5
o21bai,1
## state kept, by name, summed over array words and instances (netlist names)
name and cells:
temp_state 3, timer 5, pr_state 3
## layer usage
| metal | global-route usage [%] | vias to the layer above | share of wire [%] |
|---|---|---|---|
| met5 | 0 | - | 0 |
| met4 | 0.580 | 0 | 2.4 |
| met3 | 1.50 | 2 | 7.2 |
| met2 | 3.51 | 7 | 37 |
| met1 | 3.29 | 178 | 53 |
| li1 | - | 216 | - |
## logic make-up after synthesis
family          after synthesis  synth area share, %
mux                           1                 1.77
fa+ha+maj                     5                 11.0
simple gates                 19                 18.8
compound gates               10                 13.7
flops                        11                 38.9
buf+inv                       8                 8.17
xor+xnor                      5                 7.73
## layout make-up
type                    count  area, µm²
well taps                  52       65.1
repair buffers              5       50.0
clock inverters             1       5.00
multi-input cells          40        300
clock buffers               3       41.3
flip-flops and latches     11        220
inverters                   5       18.8
fillers                   480       3710
No activity file was given, so power comes from the tool's default toggle rates.
